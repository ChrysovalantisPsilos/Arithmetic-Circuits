## run.sh

```bash
#!/bin/bash
# OpenROAD 26Q1-2900-gdf79404cd8, Yosys 0.63+post, stock flow scripts
make -C /OpenROAD-flow-scripts/flow DESIGN_CONFIG=/design/flow/config.mk WORK_HOME=/design/flow/orfs finish
```

## config.mk

```make
export PLATFORM = sky130hd
export DESIGN_NAME = uart_tx
export DESIGN_NICKNAME = uart_tx
export VERILOG_FILES = /design/flow/design.v
export SDC_FILE = /design/flow/constraint.sdc
export NUM_CORES = 4
export LEC_CHECK = 1
export CORE_AREA = 10 10 91 91
export DIE_AREA = 0 0 101 101
```

## constraint.sdc

```tcl
current_design uart_tx

set clk_period 2.3
set clk_io_pct 0.2

create_clock -name clk0 -period $clk_period [get_ports {iClk}]

set non_clock_inputs [all_inputs -no_clocks]
set_input_delay [expr $clk_period * $clk_io_pct] -clock clk0 $non_clock_inputs
set_output_delay [expr $clk_period * $clk_io_pct] -clock clk0 [all_outputs]
```

## design.v

```verilog
`timescale 1ns / 1ps
module uart_tx #(
    parameter   CLK_FREQ      = 125_000_000,
    parameter   BAUD_RATE     = 115_200,
    parameter   CLKS_PER_BIT  = CLK_FREQ / BAUD_RATE
  )
  (
   input wire       iClk, iRst,
   input wire       iTxStart,  
   input wire [7:0] iTxByte,  
   output wire      oTxSerial,  
   output wire      oTxBusy,  
   output wire      oTxDone  
   );
  localparam sIDLE         = 3'b000;
  localparam sTX_START     = 3'b001;
  localparam sTX_DATA      = 3'b010;
  localparam sTX_STOP      = 3'b011;
  localparam sDONE         = 3'b100;
  reg [2:0] rFSM_Current, wFSM_Next; 
  reg [$clog2(CLKS_PER_BIT):0]   rCnt_Current, wCnt_Next;
  reg [2:0] rBit_Current, wBit_Next;
  reg [7:0] rTxData_Current, wTxData_Next;
  always @(posedge iClk)
  begin
    if (iRst==1)
      begin
        rFSM_Current <= sIDLE;
        rCnt_Current <= 0;
        rBit_Current <= 0;
        rTxData_Current <= 0;
      end
    else
      begin
        rFSM_Current <= wFSM_Next;
        rCnt_Current <= wCnt_Next;
        rBit_Current <= wBit_Next;
        rTxData_Current <= wTxData_Next;
      end
  end
  always @(*)
    begin
      case (rFSM_Current)
        sIDLE :
          begin
            wCnt_Next = 0;
            wBit_Next = 0;
            if (iTxStart == 1)
              begin
                wFSM_Next = sTX_START;
                wTxData_Next = iTxByte;    
              end
            else
             begin    
                wFSM_Next = sIDLE;
                wTxData_Next = rTxData_Current;
             end
          end 
        sTX_START :
            begin
              wTxData_Next = rTxData_Current;
              wBit_Next = 0;
              if (rCnt_Current < (CLKS_PER_BIT - 1) )
                begin
                  wFSM_Next = sTX_START;
                  wCnt_Next = rCnt_Current + 1;
                end
              else
                begin
                  wFSM_Next = sTX_DATA;
                  wCnt_Next = 0;
                end
            end 
          sTX_DATA :
            begin
              if (rCnt_Current < (CLKS_PER_BIT - 1) )
                begin
                  wFSM_Next = sTX_DATA;
                  wCnt_Next = rCnt_Current + 1;
                  wTxData_Next = rTxData_Current;
                  wBit_Next = rBit_Current;
                end
              else
                begin
                  wCnt_Next = 0;
                  if (rBit_Current != 7)
                    begin
                      wFSM_Next = sTX_DATA;
                      wBit_Next = rBit_Current + 1;
                      wTxData_Next = { 1'b0, rTxData_Current[7:1] };  
                    end
                  else
                    begin
                      wFSM_Next = sTX_STOP;
                      wBit_Next = 0;
                      wTxData_Next = rTxData_Current;
                    end
                end
            end  
          sTX_STOP :
            begin
              wTxData_Next = rTxData_Current;
              wBit_Next = 0;
              if (rCnt_Current < (CLKS_PER_BIT - 1) )
                begin
                  wFSM_Next = sTX_STOP;
                  wCnt_Next = rCnt_Current + 1;
                end
              else
                begin
                  wFSM_Next = sDONE;
                  wCnt_Next = 0;
                end
            end 
          sDONE :
            begin
              wTxData_Next = rTxData_Current;
              wBit_Next = 0;
              wCnt_Next = 0;
              wFSM_Next = sIDLE;
            end
          default :
            begin
              wFSM_Next = sIDLE;
              wCnt_Next = 0;
              wBit_Next = 0;
              wTxData_Next = 0;
            end 
        endcase
    end
  reg rTxSerial;
  always @(*)
  begin
    if (rFSM_Current == sTX_START)
      rTxSerial = 0;
    else if (rFSM_Current == sTX_DATA)
      rTxSerial = rTxData_Current[0];
    else
      rTxSerial = 1;
  end
  assign oTxSerial = rTxSerial;
  assign oTxBusy = ( (rFSM_Current == sIDLE) || (rFSM_Current == sDONE) ) ? 0 : 1;
  assign oTxDone = (rFSM_Current == sDONE) ? 1 : 0;
endmodule
```

==> reports/qor.csv <==
metric,value,unit
CTS Hold Bufs,0,
Log Warnings,25,
XOR/XNOR Area Share,5.34,%
DRT Pass-1 Iters,2,
Crit path largest cell delay,0.50,ns
largest net degree at the start of global routing,17,
Post-CTS Resized,0,
PD cells,636,nW/µm²
Max VDD drop,0.436,mV
CP endpoint kind,flip-flop,
most frequent CP cell,ha_1,
CP Launch Type,flip-flop,
NetSw,219,µW
Finish-stage setup viols,0,
Syn Area/Cell,9.17,µm²
critical path arrival,2.27,ns
Yosys warnings,1,
Seq cells post-synth,28,
placed cell area,1510,µm²
Late-Pin Clk Latency,0.28,ns
layout cells sized above 1,13.0,%
routability cong.,0.758,
reg2reg setup slack,0.25,ns
cell family with most CP delay,AND-OR/OR-AND gates,
global-route wire length before repair,4.51,mm
Combinational Power Share,9.4,%
switching share of power,21.8,%
RSZ-0062 raised after global routing,no,
P_leak,0.545,nW
routed len/inst,10.5,µm
Top non-seq family,simple AND/OR/NAND/NOR gates,
post-route cell area,1580,µm²
IO Port Bufs,13,
initial antenna violation count,0,
H-tree levels,1,
total gr overflow,0,
number of global-route vias before repair,942,
"CTS clk-pin slew, worst paths",0.10,ns
root buffer cell,clkbuf_8,
Die X,101,µm
die height,101,µm
row count,29,
aoi share,18.6,%
Worst Setup SP,rBit_Current[0],
chip area line of the yosys report,1310,µm²
yosys simple share,22.0,%
worst path bufs/invs,0,
Worst-Margin Slew,0.617,ns
core area,6350,µm²
Hold Crit Class,reg2reg,
clock power share,39.1,%
highest clock rate,488,MHz
share of power burned in registers,51.5,%
status,"complete, no violations",
FP Core Util,20.7,%
DRC,0,
vias per std cell,4.14,
"Adder Share, Synth",2.86,%
Synth Seq Share,42.7,%
Int Pwr,784,µW
final setup TNS,0,ns
CTS tree,yes,
placed insts,227,
Setup Skew,0.00275,ns
n_diodes,0,
post-CTS setup buffers,0,
die area,10200,µm²
IO Pins,14,
MUX area fraction,3.05,%
Crit Path Max Fanout,16,
endpoints failing hold,0,
GRT Util Overall,5.07,%
min-delay src,rBit_Current[1],
CTS max path bufs,2,
crit share post-route,89.2,%
Area Growth Syn to Fin,20.2,%
Total Wirelength,2.43,mm
Yosys Instances,143,
Setup CP Type,reg2reg,
cell count after synthesis,143,
max-cap violation count,0,
Max transition margin,58.9,%
CTS Sinks,28,
vias post-DR,957,
CP max stage cell,or3_1,
Layout Cells excl Fill,231,
Final Max Tran Viols,0,
Unique cell types,38,
min Tclk post-route,2.05,ns
area of the mapped netlist,1310,µm²
"critical path, cell by cell","ha_1, ha_1, o21ba_2, o2111ai_2, or3_1, a21oi_2",
reg2reg start,rBit_Current[0],
DRT antenna net count,0,
TritonCTS buffer count,3,
DR iter-0 viols,46,
crit path DRT,2.52,ns
Detailed Place HPWL,1.71,mm
## state kept, by name (all words and copies together), names as in the netlist
signal           count
rTxData_Current      8
rCnt_Current        12
rFSM_Current         5
rBit_Current         3
## through the flow
stage                     setup slack, ns  power, mW  utilization (%)  hold slack [ns]
after global routing                0.124       1.05             24.8            0.509
after floorplan                     0.458      0.589                -            0.438
after global placement              0.186      0.624             23.7            0.448
after detailed placement            0.167      0.623             23.7            0.456
after CTS                           0.243       1.01             24.8            0.477
final                               0.249       1.00             24.8            0.475
## worst reg2reg max path: cells and delay by family, from the launching register on
| kind | cells | cell delay, ns |
|---|---|---|
| flops | 1 | 0.34 |
| compound gates | 3 | 0.72 |
| simple gates | 1 | 0.50 |
| fa+ha+maj | 2 | 0.43 |
## cell families (layout without fill, tap and decap cells)
group           Yosys count  count (layout)
buf+inv                  13              24
mux                       4               4
xor+xnor                  8               8
flops                    28              28
other cells               1               1
compound gates           32              32
simple gates             54              54
fa+ha+maj                 3               3
## layer usage
| metal | global-route usage [%] | up-vias | part of all wire [%] |
|---|---|---|---|
| met5 | 0 | - | 0 |
| met4 | 0.750 | 0 | 1.4 |
| met3 | 1.11 | 4 | 3.4 |
| met2 | 7.71 | 11 | 43 |
| met1 | 7.35 | 422 | 52 |
| li1 | - | 520 | - |
## cell type report
cell class | instances | area [µm²]
Tap cell | 77 | 96.3
Inverter | 5 | 18.8
Multi-Input combinational cell | 102 | 684
Sequential cell | 28 | 561
Clock inverter | 1 | 30.0
Timing Repair Buffer | 15 | 145
Fill cell | 662 | 4770
Clock buffer | 3 | 41.3
## layout by cell type (no fill, tap or decap), types with 3 or more instances in the layout
master / instances
mux2i_1: 4
nor2_1: 17
or3_1: 8
nand2_1: 11
xor2_1: 7
clkbuf_8: 3
nand3_1: 3
dfxtp_1: 28
o21ai_1: 7
a21oi_2: 7
nand2b_1: 4
inv_1: 4
ha_1: 3
a22oi_1: 7
clkdlybuf4s50_1: 13
## synthesized netlist by cell type, drive strengths merged
| cell | number | area, µm² |
|---|---|---|
| conb | 1 | 3.75 |
| a211o | 1 | 8.76 |
| ha | 3 | 37.5 |
| o32ai | 1 | 8.76 |
| o21ba | 1 | 10.0 |
| and2 | 1 | 6.26 |
| nand2 | 11 | 41.3 |
| or3 | 8 | 50.1 |
| xnor2 | 1 | 8.76 |
| o2111ai | 1 | 15.0 |
| a21oi | 9 | 71.3 |
| clkbuf | 4 | 18.8 |
| xor2 | 7 | 61.3 |
| nand3b | 2 | 15.0 |
| nand3 | 3 | 15.0 |
| mux2i | 4 | 40.0 |
| o21ai | 9 | 52.6 |
| dfxtp | 28 | 561 |
| nor4 | 1 | 21.3 |
| nand4 | 2 | 12.5 |
| and3 | 2 | 12.5 |
| a21boi | 1 | 7.51 |
| nand2b | 4 | 25.0 |
| nor2 | 17 | 63.8 |
| and4 | 1 | 8.76 |
| nor2b | 1 | 6.26 |
| o41ai | 1 | 8.76 |
| a32oi | 1 | 8.76 |
| a22oi | 7 | 52.6 |
| or4 | 1 | 11.3 |
| buf | 4 | 28.8 |
| inv | 5 | 18.8 |
## power groups by stage
stage,Clock [mW],Sequential (mW),Combinational [mW]
final,0.392,0.517,0.0946
after global routing,0.422,0.520,0.106
after CTS,0.402,0.517,0.0961
## final timing paths
check | end | cells past startpoint
setup / recovery | rTxData_Current[0] | 6
hold / removal | rBit_Current[1] | 2
hold reg to reg | rBit_Current[1] | 2
setup reg to reg | rTxData_Current[0] | 6
Power is estimated from default activity; no workload was simulated.
