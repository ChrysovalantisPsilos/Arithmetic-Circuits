--- flow/run.sh ---
#!/bin/bash
# OpenROAD 26Q1-2900-gdf79404cd8, Yosys 0.63+post, stock flow scripts
make -C /OpenROAD-flow-scripts/flow DESIGN_CONFIG=/design/flow/config.mk WORK_HOME=/design/flow/orfs finish
--- flow/config.mk ---
export PLATFORM = sky130hd
export DESIGN_NAME = CLA_4bit_slice
export DESIGN_NICKNAME = CLA_4bit_slice
export VERILOG_FILES = /design/flow/design.v
export SDC_FILE = /design/flow/constraint.sdc
export NUM_CORES = 4
export LEC_CHECK = 1
export CORE_AREA = 10 10 70 70
export DIE_AREA = 0 0 80 80
--- flow/constraint.sdc ---
current_design CLA_4bit_slice

set clk_period 3.1
set clk_io_pct 0.2

create_clock -name clk0 -period $clk_period

set non_clock_inputs [all_inputs -no_clocks]
set_input_delay [expr $clk_period * $clk_io_pct] -clock clk0 $non_clock_inputs
set_output_delay [expr $clk_period * $clk_io_pct] -clock clk0 [all_outputs]
--- flow/design.v ---
module CLA_4bit_slice#(
    parameter   ADDER_WIDTH = 4
    )
    (
    input   wire [ADDER_WIDTH-1:0]  iA, iB, 
    input   wire                    iCarry,
    output  wire [ADDER_WIDTH-1:0]  oSum, 
    output  wire                    oCarry
    );
    wire [ADDER_WIDTH-1:0] wS0, wS1;
    wire wC0, wC1;
    carry_lookahead_adder_4_bit carry_lookahead_adder_4b_inst1 (
        .a( iA ), 
        .b( iB ),
        .cin( 1'b0 ),
        .sum( wS0 ),
        .cout( wC0 )
        );
    carry_lookahead_adder_4_bit carry_lookahead_adder_4b_inst2 (
        .a( iA ), 
        .b( iB ),
        .cin( 1'b1 ),
        .sum( wS1 ),
        .cout( wC1 )
        );
    mux2X1 #(ADDER_WIDTH) mux2X1_inst_sum(
        .iIn0( wS0 ),
        .iIn1( wS1 ),
        .iSel( iCarry ),
        .oOut( oSum )
        );
    mux2X1 #(1) mux2X1_inst_carry(
        .iIn0( wC0 ),
        .iIn1( wC1 ),
        .iSel( iCarry ),
        .oOut( oCarry )
        );
endmodule
module carry_lookahead_adder_4_bit(a,b, cin, sum,cout);
input [3:0] a,b;
input cin;
output [3:0] sum;
output cout;
wire [3:0] p,g,c;
assign p=a^b; 
assign g=a&b;  
assign c[0]=cin;
assign c[1]= g[0]|(p[0]&c[0]);
assign c[2]= g[1] | (p[1]&g[0]) | p[1]&p[0]&c[0];
assign c[3]= g[2] | (p[2]&g[1]) | p[2]&p[1]&g[0] | p[2]&p[1]&p[0]&c[0];
assign cout= g[3] | (p[3]&g[2]) | p[3]&p[2]&g[1] | p[3]&p[2]&p[1]&g[0] | p[3]&p[2]&p[1]&p[0]&c[0];
assign sum=p^c;
endmodule
module mux2X1 #(parameter ADDER_WIDTH=1)(
    input wire[ADDER_WIDTH-1:0] iIn0,
    input wire[ADDER_WIDTH-1:0] iIn1,
    input iSel,
    output wire[ADDER_WIDTH-1:0] oOut
    );
    assign oOut = (iSel == 1)?iIn1:iIn0;
endmodule
==> metrics.json <==
{
  "setup_tns_ns": 0,
  "postPlaceCellArea_sq_um": 403,
  "areaGrowthSynthToFinish_pct": 127,
  "die-area_sq_um": 6400,
  "grt.total_usage_pct": 1.75,
  "post_drt_wl_per_cell_um": 7.15,
  "dp_hpwl_um": 551,
  "core_area_sq_um": 3420,
  "outcome": "complete, no violations",
  "dieHeight_um": 80,
  "layout.cells.most_common": "clkdlybuf4s50_1",
  "mostFrequentLayoutCells": "clkdlybuf4s50_1, ha_1, inv_1, buf_4",
  "yosys.area.top_type_share_pct": 41.1,
  "totalWireLength_um": 601,
  "fin_area_sq_um": 415,
  "grt_first_pass_wirelength_um": 931,
  "dr.pass1.iters": 2,
  "hold_slack_ns": 2.32,
  "period_needed_ns": 2.97,
  "cp.required_ns": 2.48,
  "slew_headroom_pct": 87.4,
  "final.period_utilization_pct": 95.8,
  "worst_hold_path_type": "input pin to output pin",
  "detail_route.iter0.violations": 3,
  "placement_rows": 21,
  "vdd_ir_drop_max_mv": 0.0227,
  "detail_route.vias_per_cell": 2.40,
  "chipWidth_um": 80,
  "grt_antenna_before_repair": 0,
  "critical_path_peak_fanout": 3,
  "post_synth_inst_count": 21,
  "fin_util_pct": 12.2,
  "design.seq.count": 0,
  "slew_viol_final": 0,
  "grt_setup_unrepaired": "no",
  "static-leakage-power_uw": 0.000172,
  "finalPower_uw": 68.9,
  "synth.yosys.num_cells": 21,
  "endpoint_kind": "output pin",
  "antenna_violating_nets_post_route": 0,
  "synth_area_per_cell_sq_um": 8.70,
  "proportion_of_synthesized_chip_area_in_sequential_cells_pct": 0,
  "top_area_cell": "ha_1",
  "synth.distinct_cells": 11,
  "globalRoute.totalOverflow": 0,
  "total_setup_buffers_inserted_after_cts": 0,
  "max_freq_mhz": 337,
  "drive_above_1_share_pct": 21.1,
  "fillerInstances": 396,
  "critPathKind": "input pin to output pin",
  "area.combinational_sq_um": 184,
  "drt_drc_violations_left": 0,
  "cap_violations": 0,
  "startpoint_type": "input pin",
  "final-setup-viol-count": 0,
  "io-pin-count": 14,
  "final-hold-violation-count": 0,
  "io_buffer_count": 14,
  "arrival_ns": 2.35,
  "antenna_cells_inserted": 0,
  "regArea_sq_um": 0,
  "syn_area_sq_um": 183,
  "synthTopCellsByArea": "ha_1, a21oi_2, xnor2_1",
  "worst_pin_slew_ns": 0.184,
  "clock_buffers": 0,
  "synthesis.yosys.warnings": 0,
  "power-per-cell-area_nw_per_um2": 166,
  "grt_max_degree": 5,
  "stage_log_warnings": 34,
  "route.vias.total": 202,
  "globalplace.congestion": 0.694,
  "first_global_vias": 207,
  "fp-utilization_pct": 5.35,
  "ys_chip_area_sq_um": 183
}
-- where the power goes --
| group | leakage, uW | switching [uW] | internal [uW] | total (uW) |
|---|---|---|---|---|
| clock network | 0 | 0 | 0 | 0 |
| logic | 0.000172 | 21.2 | 47.7 | 68.9 |
| registers | 0 | 0 | 0 | 0 |
-- critical path: stages --
cell and delay, ns:
clkdlybuf4s50_1 0.48, inv_1 0.07, ha_4 0.25, a21o_1 0.19, a21oi_2 0.14, xnor2_1 0.12
clkdlybuf4s50_1 0.48
-- area by class of cell --
type,count,area share [%]
inverter,3,2.71
multi-input combinational,18,44.3
tap,46,13.9
timing repair buffer,17,39.2
-- per-stage QoR --
| stage | instances | setup slack, ns |
|---|---|---|
| 2_1_floorplan | 21 | 1.09 |
| 3_3_place_gp | 84 | 0.0646 |
| 3_5_place_dp | 84 | 0.0382 |
| 4_1_cts | 84 | 0.0331 |
| 5_1_grt | 84 | 0.0167 |
| 6_report | 84 | 0.132 |
-- cells in the mapped netlist --
library cell	number
a21o_1	1
nand2_1	1
xor2_1	2
ha_1	6
o21ai_2	1
xnor2_1	2
mux2i_1	1
a21oi_2	2
a21oi_1	1
inv_1	3
a21o_2	1
-- kinds of logic (layout without fill, tap and decap cells) --
group / Yosys count / after routing / synth area share [%]
AOI/OAI and AO/OA: 6 / 6 / 26.0
xor gates and xnor gates: 4 / 4 / 19.2
adders and majority gates: 6 / 6 / 41.1
buffers and inverters: 3 / 20 / 6.16
muxes: 1 / 1 / 5.48
and+or+nand+nor: 1 / 1 / 2.05
-- final timing paths --
kind	start	slack (ns)	end	depth (start not counted)
worst min-delay path	iB[3]	2.32	oSum[3]	4
worst max-delay path	iA[0]	0.13	oSum[2]	7
-- metal layers --
layer  up-vias  routed length (um)  GRT usage, %
met3         0                 135          1.36
met4         0                   0             0
met2         8                 247          2.73
met1        88                 218          1.98
li1        106                   -             -
met5         -                   0             0
-- timing repair --
item / CTS / global route
hold buffers: 0 / 0
endpoints found under the hold margin: 0 / 0
endpoints found under the setup margin: 0 / 2
resized: 0 / 1
No activity file was given, so power comes from the tool's default toggle rates.
