[flow/run.sh]
#!/bin/bash
# OpenROAD 26Q1-2900-gdf79404cd8, Yosys 0.63+post, stock flow scripts
make -C /OpenROAD-flow-scripts/flow DESIGN_CONFIG=/design/flow/config.mk WORK_HOME=/design/flow/orfs finish
[flow/config.mk]
export PLATFORM = sky130hd
export DESIGN_NAME = mp_adder
export DESIGN_NICKNAME = mp_adder
export VERILOG_FILES = /design/flow/design.v
export SDC_FILE = /design/flow/constraint.sdc
export NUM_CORES = 4
export LEC_CHECK = 1
export CORE_AREA = 10 10 726 726
export DIE_AREA = 0 0 736 736
[flow/constraint.sdc]
current_design mp_adder

set clk_period 135.9
set clk_io_pct 0.2

create_clock -name clk0 -period $clk_period [get_ports {iClk}]

set non_clock_inputs [all_inputs -no_clocks]
set_input_delay [expr $clk_period * $clk_io_pct] -clock clk0 $non_clock_inputs
set_output_delay [expr $clk_period * $clk_io_pct] -clock clk0 [all_outputs]
[flow/design.v]
module CLA_8bit_slice#(
    parameter   ADDER_WIDTH = 8
    )
    (
    input   wire [ADDER_WIDTH-1:0]  iA, iB, 
    input   wire                    iCarry,
    output  wire [ADDER_WIDTH-1:0]  oSum, 
    output  wire                    oCarry
    );
    wire [ADDER_WIDTH-1:0] wS0, wS1;
    wire wC0, wC1;
    carry_lookahead_adder_8_bit carry_lookahead_adder_8b_inst1 (
        .a( iA ), 
        .b( iB ),
        .cin( 1'b0 ),
        .sum( wS0 ),
        .cout( wC0 )
        );
    carry_lookahead_adder_8_bit carry_lookahead_adder_8b_inst2 (
        .a( iA ), 
        .b( iB ),
        .cin( 1'b1 ),
        .sum( wS1 ),
        .cout( wC1 )
        );
    mux2X1 #(ADDER_WIDTH) mux2X1_inst_sum(
        .iIn0( wS0 ),
        .iIn1( wS1 ),
        .iSel( iCarry ),
        .oOut( oSum )
        );
    mux2X1 #(1) mux2X1_inst_carry(
        .iIn0( wC0 ),
        .iIn1( wC1 ),
        .iSel( iCarry ),
        .oOut( oCarry )
        );
endmodule
module carry_lookahead_adder_32_bit(
    input wire[31:0] a,
    input wire[31:0] b,
    input wire cin,
    output wire[31:0] sum,
    output wire cout
);
wire c1,c2,c3,c4,c5,C6;
CLA_8bit_slice cla7(.iA(a[7:0]), .iB(b[7:0]), .iCarry(cin), .oSum(sum[7:0]), .oCarry(c1)); 
CLA_8bit_slice cla2(.iA(a[15:8]), .iB(b[15:8]), .iCarry(c1), .oSum(sum[15:8]), .oCarry(c2));
CLA_8bit_slice cla3(.iA(a[23:16]), .iB(b[23:16]), .iCarry(c2), .oSum(sum[23:16]), .oCarry(c3));
CLA_8bit_slice cla4(.iA(a[31:24]), .iB(b[31:24]), .iCarry(c3), .oSum(sum[31:24]), .oCarry(cout));
endmodule
module carry_lookahead_adder_8_bit(a,b,cin,sum,cout);
  input [7:0] a,b;
  input cin;
  output [7:0] sum;
  output cout;
  wire [7:0] p,g,c;
  assign p=a^b;
  assign g=a&b;
  assign c[0]=cin;
  assign c[1]=g[0]|(p[0]&c[0]);
  assign c[2]=g[1]|(p[1]&g[0])|(p[1]&p[0]&c[0]);
  assign c[3]=g[2]|(p[2]&g[1])|(p[2]&p[1]&g[0])|(p[2]&p[1]&p[0]&c[0]);
  assign c[4]=g[3]|(p[3]&g[2])|(p[3]&p[2]&g[1])|(p[3]&p[2]&p[1]&g[0])|(p[3]&p[2]&p[1]&p[0]&c[0]);
  assign c[5]=g[4]|(p[4]&g[3])|(p[4]&p[3]&g[2])|(p[4]&p[3]&p[2]&g[1])|(p[4]&p[3]&p[2]&p[1]&g[0])|(p[4]&p[3]&p[2]&p[1]&p[0]&c[0]);
  assign c[6]=g[5]|(p[5]&g[4])|(p[5]&p[4]&g[3])|(p[5]&p[4]&p[3]&g[2])|(p[5]&p[4]&p[3]&p[2]&g[1])|(p[5]&p[4]&p[3]&p[2]&p[1]&g[0])|(p[5]&p[4]&p[3]&p[2]&p[1]&p[0]&c[0]);
  assign c[7]=g[6]|(p[6]&g[5])|(p[6]&p[5]&g[4])|(p[6]&p[5]&p[4]&g[3])|(p[6]&p[5]&p[4]&p[3]&g[2])|(p[6]&p[5]&p[4]&p[3]&p[2]&g[1])|(p[6]&p[5]&p[4]&p[3]&p[2]&p[1]&p[0]&c[0]);
  assign cout=g[7]|(p[7]&g[6])|(p[7]&p[6]&g[5])|(p[7]&p[6]&p[5]&g[4])|(p[7]&p[6]&p[5]&p[4]&g[3])|(p[7]&p[6]&p[5]&p[4]&p[3]&g[2])|(p[7]&p[6]&p[5]&p[4]&p[3]&p[2]&g[1])|(p[7]&p[6]&p[5]&p[4]&p[3]&p[2]&p[1]&g[0])|(p[7]&p[6]&p[5]&p[4]&p[3]&p[2]&p[1]&p[0]&c[0]);
assign sum=p^c; 
endmodule
`timescale 1ns / 1ps
module mp_adder #(
      parameter OPERAND_WIDTH = 512,
      parameter ADDER_WIDTH   = 32,
      parameter N_ITERATIONS  = OPERAND_WIDTH / ADDER_WIDTH
    )
    (
    input wire iAddSub,
    input  wire                       iClk,
    input  wire                       iRst,
    input  wire                       iStart,
    input  wire [OPERAND_WIDTH-1:0]   iOpA,
    input  wire [OPERAND_WIDTH-1:0]   iOpB,
    output wire [OPERAND_WIDTH:0]     oRes,  
    output wire                       oDone);
    wire [OPERAND_WIDTH-1:0] regA_D;
    reg  [OPERAND_WIDTH-1:0] regA_Q;
    always @(posedge iClk)
    begin
        if(iRst==1)     regA_Q <= { OPERAND_WIDTH{1'b0} }; 
        else            regA_Q <= regA_D;
    end
    wire [OPERAND_WIDTH-1:0] regB_D;
    reg  [OPERAND_WIDTH-1:0] regB_Q;    
    always @(posedge iClk)
    begin
      if(iRst==1)       regB_Q <= {OPERAND_WIDTH{1'b0}}; 
      else              regB_Q <= regB_D;
    end
    reg          muxA_sel;
    wire [OPERAND_WIDTH-1:0] muxA_Out;
    assign muxA_Out = (muxA_sel == 0) ? iOpA : { {ADDER_WIDTH{1'b0}}  , regA_Q[OPERAND_WIDTH-1:ADDER_WIDTH]};
    assign regA_D = muxA_Out;
    reg          muxB_sel;
    wire  [OPERAND_WIDTH-1:0] muxB_In,muxB_Out;
    assign muxB_In = (iAddSub==0) ? iOpB : ~iOpB;
    assign muxB_Out = (muxB_sel == 0) ? muxB_In : { {ADDER_WIDTH{1'b0}}  , regB_Q[OPERAND_WIDTH-1:ADDER_WIDTH]};
    assign regB_D = muxB_Out;
    wire [ADDER_WIDTH-1:0]  operandA;
    wire [ADDER_WIDTH-1:0]  operandB;
    wire                    carry_in;
    wire [ADDER_WIDTH-1:0]  result;
    wire                    carry_out;
   carry_lookahead_adder_32_bit
   carry_lookahead_adder_32_bit_inst   (
        .a( operandA ), 
        .b( operandB ),
        .cin( carry_in ),
        .sum(result),
        .cout(carry_out)
      );
    reg  [OPERAND_WIDTH-1:0] regResult;
    always @(posedge iClk)
    begin
        if(iRst==1)   regResult <= { OPERAND_WIDTH{1'b0} };
      else            regResult <= { result, regResult[OPERAND_WIDTH-1:ADDER_WIDTH] };
    end
    reg  regCout;
    always @(posedge iClk)
    begin
      if(iRst==1)   regCout <= 1'b0;
      else          regCout <= carry_out;
    end
    reg  muxCarry_sel;
    wire muxCarry_In,muxCarryIn;
    assign muxCarry_In = (iAddSub==0)?1'b0:1'b1;
    assign muxCarryIn = (muxCarry_sel == 0) ? muxCarry_In : regCout;
    assign operandA = regA_Q;
    assign operandB = regB_Q;
    assign carry_in = muxCarryIn;
    assign oRes = (iAddSub==0)?{ regCout, regResult}:{1'b0,regResult};
    localparam s_IDLE         = 3'b000;
    localparam s_STORE_OPS    = 3'b001;
    localparam s_ADD_FIRST    = 3'b010;
    localparam s_ADD_WORDS    = 3'b011;
    localparam s_DONE         = 3'b100;
    reg [2:0] rFSM_current, wFSM_next;
    always @(posedge iClk)
    begin
        if(iRst==1)	  
            rFSM_current <= s_IDLE;
        else          
            rFSM_current <= wFSM_next;
    end
    reg [$clog2(N_ITERATIONS):0] rCnt_Current, wCnt_next;
    always @(posedge iClk)
    begin
        if(iRst==1)	  
            rCnt_Current <= 0;
        else          
            rCnt_Current <= wCnt_next;
    end
    always @(*)
    begin
        case(rFSM_current)
            s_IDLE: 
              begin         
                muxA_sel = 0;
                muxB_sel = 0;
                muxCarry_sel = 0;
                wCnt_next = 0;
                if (iStart==1)
                    wFSM_next = s_STORE_OPS;
                else
                    wFSM_next = s_IDLE;
              end
            s_STORE_OPS: 
              begin
                muxA_sel = 0;
                muxB_sel = 0;
                muxCarry_sel = 0;
                wCnt_next = rCnt_Current + 1;
                wFSM_next = s_ADD_FIRST;
              end
            s_ADD_FIRST: 
              begin
                muxA_sel = 1;
                muxB_sel = 1;
                muxCarry_sel = 0;
                wCnt_next = rCnt_Current + 1;
                wFSM_next = s_ADD_WORDS;
              end
            s_ADD_WORDS: 
              begin
                muxA_sel = 1;
                muxB_sel = 1;
                muxCarry_sel = 1;
                wCnt_next = rCnt_Current + 1;
                if ( rCnt_Current < (N_ITERATIONS - 1) )
                  wFSM_next = s_ADD_WORDS;
                else
                  wFSM_next = s_DONE;
              end
            s_DONE:
              begin
                muxA_sel = 1;
                muxB_sel = 1;
                muxCarry_sel = 1;
                wCnt_next = 0;
                wFSM_next = s_IDLE;
              end  
            default: 
              begin 
                muxA_sel = 0;
                muxB_sel = 0;
                muxCarry_sel = 0;
                wCnt_next = 0;
                wFSM_next = s_IDLE;
              end
        endcase
    end
    reg regDone;
    always @(posedge iClk)
    begin
      if(iRst)    regDone <= 1'd0; 
      else        regDone <= ( rFSM_current == s_DONE ) ? 1'b1 : 1'b0;
    end
    assign oDone = regDone;
endmodule
module mux2X1 #(parameter ADDER_WIDTH=1)(
    input wire[ADDER_WIDTH-1:0] iIn0,
    input wire[ADDER_WIDTH-1:0] iIn1,
    input iSel,
    output wire[ADDER_WIDTH-1:0] oOut
    );
    assign oOut = (iSel == 1)?iIn1:iIn0;
endmodule
==> impl_metrics.csv <==
group,metric,value,unit
final_timing,period_minus_slack,55560,ps
routing,wl_per_cell,22.9,µm
final_timing,whs,354,ps
setup_path,critPathArrivalTime,28380,ps
routing,num_vias,44200,
setup_path,end_kind,"output port",
synthesis,area_leaders,"dfxtp_1 58%, xnor2_1 8.5%, nand2_1 6.8%, a211oi_1 6.7%, nor2b_1 5.7%",
clocking,cts_setup_buffers,0,
global_routing,grt_pass1_wl,411000,µm
clocking,htree_levels,4,
die,core,510000,µm²
final_timing,finalSetupViolations,0,
synthesis,synthArstFlopShare,0,
synthesis,edf_count,0,
final_timing,fin_crit_sh,0.409,
synthesis,ys_chip_area,53700,µm²
routing,drtIter0Drc,2831,
global_routing,grt_use_met3,0.0292,
final_timing,final.setup.tns,0,ps
synthesis,synth_cells,5714,
power_and_ir_drop,power_density,13.9,nW/µm²
setup_path,critPathSlowestCell,"clkdlybuf4s50_1",
place,io_buffer_count,1541,
die,die_area,542000,µm²
clocking,tritoncts,"built",
die,num_rows,262,
synthesis,post_synth_num_cell_types,50,
final_timing,slew_viol_final,0,
synthesis,avgSynthCellArea,9.41,µm²
setup_path,path_cells,"buf_8 > nor2b_1 > clkdlybuf4s50_1",
synthesis,netlist_area,53700,µm²
final_timing,rsz0062_at_grt,"no",
worst_hold_path,worst_hold_path_type,"register to register",
global_routing,antenna_found_initial,120,
synthesis,ys_seq_share,0.577,
flow_run,warning_count,65,
final_timing,max_freq,0.0180,GHz
clocking,clockBufferDepth,4,
clocking,hold_buffers,0,
clocking,clock-sinks,1548,
synthesis,yosys_cells,5714,
global_routing,grt_max_degree,158,
synthesis,top_cell,"dfxtp_1",
routing,first_pass_iters,5,
setup_path,crit_fanout,5,
power_and_ir_drop,ir_worst_vdd,0.0105,mV
clocking,cts_resized,0,
global_routing,grt_pass1_vias,43400,
global_routing,busiest_layer,"met2",
outcome,status,"completed",
global_routing,grt_usage,0.115,
flow_run,cap_violations,0,
final_timing,skew,98.4,ps
final_layout,drive_above_1_share,0.0667,
global_routing,met1_usage,0.152,
routing,finalWirelength,323000,µm
place,gp_routability_congestion,0.898,
die,die_h,736,µm
final_timing,slew-limit-headroom,0.346,
power_and_ir_drop,p_leak,30.5,nW
clocking,clkTransAtPathRegs,60,ps
synthesis,synth_flops,1548,
synthesis,top_area_frac,0.577,
global_routing,gr-usage-met2,0.191,
setup_path,start_kind,"input pin",
routing,viasPerCell,3.13,
final_timing,final-hold-violation-count,0,
clocking,clkLatencyLatePin,890,ps
die,ios,1542,
die,die_w,736,µm
final_layout,area_growth,55.9,%
die,fp_util,0.105,
setup_path,slowest_delay,580,ps
clocking,cts_buffers,188,
synthesis,yosysWarnings,1,
setup_path,crit_type,"input pin to output port",
synthesis,yosys.area.top_type,"dfxtp_1",
setup_path,worstPathRequired,108720,ps
synthesis,ys.flop_type,"dfxtp_1",
routing,drc,0,
final_layout,num-fill-cells,56900,
clocking,root_buffer,"clkbuf_16",
global_routing,grt-ovfl-total,0,
place,dp_hpwl,265000,µm
final_timing,tightestPinTransition,978,ps
routing,final_antenna_net_count,0,
synthesis,top_cells_by_count,"1548 x dfxtp_1, 968 x nand2_1, 553 x nor2_1, 521 x xnor2_1, 509 x a21oi_1",
## flip-flops by register name, indices dropped and copies added (netlist names)
signal,cells
regB_Q,512
regA_Q,512
regResult,512
rFSM_current,5
rCnt_Current,5
regCout,1
regDone,1
## layer usage
layer	vias up	part of all wire
met5	-	0.00070
met4	34	0.027
met3	330	0.067
met2	1532	0.47
met1	20700	0.43
li1	21600	-
## per-stage QoR
stage	setup WS (ps)	cell area, µm²	utilization	power, mW	std cells
2_1_floorplan	80580	53700	-	0.562	5714
3_3_place_gp	80170	77100	0.151	0.650	13700
3_5_place_dp	80170	77100	0.151	0.650	13700
4_1_cts	80150	83600	0.164	1.19	14000
5_1_grt	80200	83700	0.164	1.22	14100
6_report	80340	83800	0.164	1.17	14100
## area by class of cell
type	instances	area [µm²]	area share
Timing Repair Buffer	1686	16600	0.198
Antenna cell	87	218	0.00260
Tap cell	6732	8420	0.101
Inverter	14	52.6	0.000627
Multi-Input combinational cell	3709	21100	0.251
Clock buffer	243	5230	0.0625
Clock inverter	104	1210	0.0144
Sequential cell	1548	31000	0.370
## cells in the final DEF (no fill, tap or decap), types with 87 or more instances in the layout
cell	instances
a21oi_1	509
dfxtp_1	1548
nor2_1	553
buf_4	139
xnor2_1	521
nor2b_1	488
diode_2	87
clkdlybuf4s50_1	1538
clkbuf_16	190
nand2_1	968
a211oi_1	479
## final timing paths
check | endpoint | cells after the start | slack, ps | from
worst max-delay path | oRes[512] | 3 | 80340 | iAddSub
worst min-delay path | regA_Q[220] | 2 | 350 | regA_Q[252]
worst max register to register | regB_Q[320] | 9 | 130540 | rFSM_current[4]
worst min register to register | regA_Q[220] | 2 | 350 | regA_Q[252]
## critical path, delay by kind of cell
| kind | cells | cell delay [ps] |
|---|---|---|
| AND/OR/NAND/NOR | 1 | 420 |
| buffers and inverters | 2 | 730 |
## cell families after synthesis
logic type | Yosys count | share of synthesized area
xor gates and xnor gates | 532 | 0.0867
and+or+nand+nor | 2085 | 0.172
AOI/OAI and AO/OA | 1048 | 0.123
muxes | 7 | 0.00142
buffers and inverters | 457 | 0.0319
adders and majority gates | 37 | 0.00861
DFF | 1548 | 0.577
## where the power goes
part	total, mW	switching, mW	internal, mW	leakage (nW)
sequential	0.503	0.0195	0.484	12.8
combinational	0.133	0.0701	0.0628	14.5
clock	0.532	0.222	0.311	3.20
total	1.17	0.311	0.857	30.5
No activity file was given, so power comes from the tool's default toggle rates.
